--- flow/run.sh ---
#!/bin/bash
# OpenROAD 26Q1-2900-gdf79404cd8, Yosys 0.63+post, stock flow scripts
make -C /OpenROAD-flow-scripts/flow DESIGN_CONFIG=/design/flow/config.mk WORK_HOME=/design/flow/orfs finish
--- flow/config.mk ---
export PLATFORM = sky130hd
export DESIGN_NAME = alu
export DESIGN_NICKNAME = alu
export VERILOG_FILES = /design/flow/design.v
export SDC_FILE = /design/flow/constraint.sdc
export NUM_CORES = 4
export LEC_CHECK = 1
export CORE_UTILIZATION = 40
--- flow/constraint.sdc ---
current_design alu

set clk_period 27.6
set clk_io_pct 0.2

create_clock -name clk0 -period $clk_period

set non_clock_inputs [all_inputs -no_clocks]
set_input_delay [expr $clk_period * $clk_io_pct] -clock clk0 $non_clock_inputs
set_output_delay [expr $clk_period * $clk_io_pct] -clock clk0 [all_outputs]
--- flow/design.v ---
module alu(
           input [7:0] A,B,   
           input [3:0] ALU_Sel, 
           output [7:0] ALU_Out,  
           output CarryOut  
    );
    reg [7:0] ALU_Result;
    wire [8:0] tmp;
    assign ALU_Out = ALU_Result;  
    assign tmp = {1'b0,A} + {1'b0,B};
    assign CarryOut = tmp[8];  
    always @(*)
    begin
        case(ALU_Sel)
        4'b0000:  
           ALU_Result = A + B ; 
        4'b0001:  
           ALU_Result = A - B ;
        4'b0010:  
           ALU_Result = A * B;
        4'b0011:  
           ALU_Result = A/B;
        4'b0100:  
           ALU_Result = A<<1;
         4'b0101:  
           ALU_Result = A>>1;
         4'b0110:  
           ALU_Result = {A[6:0],A[7]};
         4'b0111:  
           ALU_Result = {A[0],A[7:1]};
          4'b1000:  
           ALU_Result = A & B;
          4'b1001:  
           ALU_Result = A | B;
          4'b1010:  
           ALU_Result = A ^ B;
          4'b1011:  
           ALU_Result = ~(A | B);
          4'b1100:  
           ALU_Result = ~(A & B);
          4'b1101:  
           ALU_Result = ~(A ^ B);
          4'b1110:  
           ALU_Result = (A>B)?8'd1:8'd0 ;
          4'b1111:  
            ALU_Result = (A==B)?8'd1:8'd0 ;
          default: ALU_Result = A + B ; 
        endcase
    end
endmodule
`timescale 1ns / 1ps  
module tb_alu;
 reg[7:0] A,B;
 reg[3:0] ALU_Sel;
 wire[7:0] ALU_Out;
 wire CarryOut;
 integer i;
 alu test_unit(
            A,B,   
            ALU_Sel, 
            ALU_Out,  
            CarryOut  
     );
    initial begin
      A = 8'h0B;
      B = 4'h0A;
      ALU_Sel = 4'h0;
      for (i=0;i<=15;i=i+1)
      begin
       ALU_Sel = ALU_Sel + 8'h01;
       #10;
      end
    end
endmodule
==> changes_impl.md <==
## Flow update

- Largest net degree at the start of global routing: 45
- Crit path top cell by count: ha_1
- Gpl congestion: ~0.93
- Area delta synth->final: 9.985%
- Vias per cell: 5.815
- CP required: 22080 ps
- Die height: approximately 100 um
- Most common cell in the netlist: ha_1
- Yosys chip area: 4073 um2
- Port buffer count: 29
- DRC violations left: 0
- FF+latch count: 0
- Final Instance Count excl. Fillers: just over 700
- Cts hold-fix bufs: 0
- Leak Pwr: 0.001977 uW
- Worst Path Max Fanout: 12
- Synth Seq Share: 0
- Initial DRT Pass Iterations: 5
- Final ANT Viol Nets: 0
- Post_cts resized: 0
- Worst Hold Path EP: ALU_Out[4]
- MaxCap Viol Count: 0
- Top cell type's share of synthesized area: 0.2427
- Total gr overflow: 0
- Worst vdd ir: 0.009461 mV
- Antenna cells: 0
- Tmin final: 22350 ps
- Final hold vios: 0
- Clkbuf count: 0
- IO Count: 29
- Avg WL per Cell: 17.47 um
- Crit end category: primary output
- Via Count: 4146
- RSZ-0062 raised after global routing: no
- Antenna violations before repair: 0
- Core area: ~9800 um2
- First-pass GRT wire length: 19.89 mm
- Std cell rows: 36
- Final period util: 0.8097
- Worst Hold Class: input port to primary output
- Ys cells: ~570
- Setup_tns: 0 ps
- Hold_sp: ALU_Sel[0]
- HPWL Detailed: 9.796 mm
- Flop area: 0 um2
- Worst-Margin Slew: 727.9 ps
- Largest area contributor in the netlist: ha_1
- DIE WIDTH: 102.9 um
- Worst path bufs/invs: 6
- Max Transition Viols Final: 0
- CP peak stage delay: ~750 ps
- Critical Path Source Type: input port
- Dpl cells: 713
- Number of global-route vias before repair: 3750
- Synth Cell Area: 4073 um2
- Fill cells: slightly above 1000
- Crit Path Class: input port to primary output
- FP Core Util: 0.4148
- Power Total: 112.9 uW
- DRT Wirelength: ~12 mm
- Ranking of synthesized cells by area: ha_1, xnor2_1, fa_1
- Yosys warnings: 1
- CP top delay family: AND-OR/OR-AND gates
- Outcome: complete, no violations
- Die Size: 10590 um2
- Crit-path slowest cell: clkdlybuf4s50_1
- Hold depth: 5
- WP data arrival: about 17000 ps
- Top cells by count: ha_1, nor2_1, inv_1
- Final setup viols: 0
- Max Clk Rate: 44.75 MHz
- 1st-iter DRT viols: 211
- OpenROAD warning count: 52
- Cell variety after synth: 69
- Synth Instances: 571
- Share of cells above drive strength 1: 0.04828
- Mean Syn Cell Area: between 7 and 8 um2
- # Post-CTS Setup Buffers: 0
- P per Cell Area: 25.20 nW/um2
- Total track usage: 0.2504
- Relative slew slack: 0.5142
where the power goes:
part	total, uW	internal (uW)	switching (uW)
clock	0	0	0
combinational	113	51.3	61.6
sequential	0	0	0
placed cells by master, fill, tap and decap left out, types with 4 or more instances in the layout:
| master | count |
|---|---|
| mux2_2 | 7 |
| xnor2_1 | 33 |
| nor3_1 | 18 |
| nor2b_1 | 7 |
| ha_1 | 79 |
| and2_1 | 5 |
| clkdlybuf4s50_1 | 29 |
| or3_1 | 4 |
| nand2b_1 | 10 |
| a21boi_0 | 4 |
| fa_1 | 14 |
| xor2_1 | 8 |
| a21o_1 | 11 |
| nand3_1 | 9 |
| mux2i_1 | 7 |
| a211oi_1 | 6 |
| a32oi_1 | 4 |
| nor2_1 | 64 |
| inv_1 | 55 |
| buf_4 | 7 |
| a21oi_1 | 43 |
| o21a_1 | 9 |
| o211ai_1 | 5 |
| a22oi_1 | 6 |
| o22ai_1 | 4 |
| o21ai_0 | 35 |
| nand2_1 | 33 |
layout make-up:
| class | count | area, um2 | area share |
|---|---|---|---|
| Inverter | 56 | 210.2 | 0.04693 |
| Multi-Input combinational cell | 488 | 3760 | 0.8394 |
| Tap cell | 133 | 166.4 | 0.03715 |
| Timing Repair Buffer | 36 | 342.8 | 0.07654 |
how the worst max path moves through the flow:
stage,from,to,depth (start not counted)
CTS,B[0],ALU_Out[0],49
global route,B[0],ALU_Out[0],48
finish,B[0],ALU_Out[0],48
through the flow:
step	area, um2	utilization	setup slack [ps]	hold WS (ps)
finish	4479	0.4562	5253	12320
global route	4479	0.4562	4012	12410
CTS	4479	0.4562	5259	12320
detailed placement	4479	0.4562	5289	12330
global placement	4479	0.4562	5601	12320
floorplan	4073	-	7176	11260
worst min-delay path, delay by kind of cell:
family	cells	cell delay, ps
buffers and inverters	3	1060
AND-OR/OR-AND	2	220
metal layers:
metal	vias to the layer above	global-route usage	wire, um
li1	2067	-	-
met1	1920	0.3964	5976
met2	144	0.3897	5430
met3	15	0.006892	795
met4	0	0.03900	257
met5	-	0	0
cell families (layout without fill, tap and decap cells):
kind of cell,count (synthesis),after routing,share of synthesized area
xor gates and xnor gates,41,41,0.08817
muxes,15,15,0.03933
and+or+nand+nor,166,166,0.1914
AOI/OAI and AO/OA,173,173,0.2928
adders and majority gates,93,93,0.3115
buffers and inverters,83,92,0.07680
Power and IR drop assume default switching activity.
