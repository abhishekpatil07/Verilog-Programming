[flow/design.v]
module comparator (a, b, alb, aeb, agb); 
input[3:0] a, b; 
output alb, aeb, agb; 
reg alb, aeb, agb; 
always@(a,b) 
begin 
if(a<b) 
begin 
alb=1'b1; aeb=1'b0; agb=1'b0; 
end 
else if (a>b) 
begin 
alb=1'b0; aeb=1'b0; agb=1'b1; 
end 
else  
begin 
alb=1'b0; aeb=1'b1; agb=1'b0; 
end 
end 
endmodule 
module tb_comparator;
 reg[3:0]a;
 reg[3:0]b;
 wire alb,aeb,agb;
 comparator uut(.a(a), .b(b), .alb(alb), .aeb(aeb), .agb(agb));
initial begin
a=10;
b=12;
#10;
a=15;
b=11;
#10;
a=10;
b=10;
#10;
end
initial begin
$monitor("time=%t\t a=%b b=%b alb=%b aeb=%b agb=%b",$time,a,b,alb,aeb,agb);
end
endmodule
[flow/run.sh]
#!/bin/bash
# OpenROAD 26Q1-2900-gdf79404cd8, Yosys 0.63+post, stock flow scripts
make -C /OpenROAD-flow-scripts/flow DESIGN_CONFIG=/design/flow/config.mk WORK_HOME=/design/flow/orfs finish
[flow/config.mk]
export PLATFORM = sky130hd
export DESIGN_NAME = comparator
export DESIGN_NICKNAME = comparator
export VERILOG_FILES = /design/flow/design.v
export SDC_FILE = /design/flow/constraint.sdc
export NUM_CORES = 4
export LEC_CHECK = 1
export CORE_AREA = 10 10 70 70
export DIE_AREA = 0 0 80 80
[flow/constraint.sdc]
current_design comparator

set clk_period 2.2
set clk_io_pct 0.2

create_clock -name clk0 -period $clk_period

set non_clock_inputs [all_inputs -no_clocks]
set_input_delay [expr $clk_period * $clk_io_pct] -clock clk0 $non_clock_inputs
set_output_delay [expr $clk_period * $clk_io_pct] -clock clk0 [all_outputs]
==> notes.md <==
Notes on the flow outputs.

- The flow ran to the end, and the final reports show no timing, DRC or antenna violations.
- Across all stage logs, warnings added up to 32.
- Antenna repair during routing inserted a diode count of 0.
- The achievable frequency is 499 MHz.
- The placement row count reads 21.
- The fraction of the cycle the final worst path needs is 91.0%.
- The static leakage reads 0.000177 uW.
- The largest net degree at the start of global routing is 4.
- The library cells used most frequently in the layout, excluding fill and tap cells, are 4 x dlymetal6s2s_1, 4 x dlygate4sd2_1, 3 x inv_1, 3 x ha_4.
- The power density over cell area reads 170 nW/um^2.
- The longest incremental delay of any stage on the critical path is reported as 0.27 ns.
- The slack of the critical path is 0.198 ns.
- The via count of the first global-routing pass reads 171.
- The vertical die dimension is 80 um.
- The post-route netlist has 46.9% of its cells at a drive strength greater than 1.
- The first global-routing pass estimated 786 um of wire.
- The remaining antenna violation count after routing is 0.
- The post-placement worst setup slack is -0.411 ns.
- The average wire per cell in the routed design is 6.87 um.
- The number of design-rule violations left by the first detailed-router iteration reads 0.
- At the end of routability-driven placement, the weighted congestion stood at 0.714.
- The synthesis report lists the Yosys warning total as 1.
- The number of cells on the worst hold path reads 5.
- The number of top-level pins is 11.
- The number of max-slew violations in the final report reads 0.
- The horizontal extent of the die reads 80 um.
- There are 0 flip-flops and latches.
- The number of endpoints with negative hold slack in the final report is 0.
- The post-route worst hold slack is 1.42 ns.
- Per STA, the worst path is made up of dlygate4sd2_1 -> ha_4 -> nand2_2 -> a21o_1 -> buf_6 -> a21oi_2 -> buf_2.
- The dominant delay contributor by cell family on the critical path reads buffers and inverters.
- The setup-violating endpoint count in the final report reads 0.
- The area of the core region is 3420 um^2.
- The transition time recorded at the tightest slew-check pin is 0.189 ns.
- After layout, the minimum clock period comes to 2.00 ns.
- According to the Yosys statistics, the synthesized design has a chip area of 119 um^2.
- Setup repair after global routing left no endpoint under its margin.
- The total die size is 6400 um^2.
- The number of standard cells reported by yosys reads 18.
- The endpoint kind of the worst setup timing path is an output port.
- Cells fill 11.0% of the core in the end.
- The distinct cell type count of the synthesized netlist is 9.
- Dividing the detail-routed via count by the number of cells gives 2.19.
- The per-instance average area after synthesis reads 6.60 um^2.
- The starting density of the core is 3.48%.
- The number of remaining DRC errors is 0.
- The main area contributors are ha_1 42%, inv_1 16%, a21oi_1 8.4%, a311oi_1 7.4%, a21o_1 6.3%.
- The sequential fraction of the synthesis area reads 0%.
- The required time at the worst-slack endpoint is 1.76 ns.
- The number of input and output port buffers inserted is 11.
- The global route stage reports its total congestion overflow as 0.
- Note that the worst hold path type here is in2out.
- The synthesized netlist handed to floorplanning was reported with a cell count of 18.
- The register area reads 0 um^2.
- The length of the first detailed-routing pass in iterations reads 1.
- The count of buffering cells on the critical path with inverters included reads 3.
- The critical setup path kind is in2out.
- According to the timing report, the arrival time at the worst endpoint equals 1.56 ns.
- The final layout report lists a clock buffer count of 0.
- The largest voltage drop on the vdd net reads 0.0182 mV.
- The launch instance of the worst min-delay path is a[2].
- The number of vias in the routed layout reads 171.
- Total global-route track usage over all layers is 1.45%.
- The share of synthesized area in the top cell type comes to 42.1%.
- The routed design has 536 um of wire.
- The detailed placement HPWL reads 417 um.
- The timing report shows that the slowest cell on the worst path is ha_4.
- The cell accounting for the most synthesized area reads ha_1.
- The post-synthesis to final-layout area growth reads 217%.
- The worst slew margin relative to its limit is 87.4%.
- The count of max-cap constraint violations reads 0.
- The post-layout total power is 64.2 uW.
- The nature of the critical path startpoint is an input pin.
- The synthesized netlist occupies a cell area of 119 um^2.
- The initial antenna violation count was 0.
- The endpoint with the worst hold slack is agb.
- The peak fanout along the critical path reads 3.
[worst min-delay path: stages]
cell and delay [ns]:
dlymetal6s2s_1 0.12, ha_4 0.14, a21oi_2 0.07, a21oi_2 0.11, buf_2 0.10
[area by class of cell]
cell class	instances	area [um^2]
Inverter	5	18.8
Tap cell	46	57.6
Fill cell	392	3040
Timing Repair Buffer	14	136
Multi-Input combinational cell	13	164
[Yosys cell counts]
cell type,number
inv_1,5
ha_1,4
a21oi_1,2
nand2_1,2
a21o_1,1
a311oi_1,1
and2_1,1
nand2b_1,1
nor2_1,1
[per-layer routing]
metal  up-vias  part of all wire, %  track usage [%]
met1        77                   45             1.78
met2         7                   44             2.49
met5         -                    0                0
met3         0                   10            0.568
li1         87                    -                -
met4         0                    0                0
[what timing repair did]
action | CTS | global route
gates resized | 20 | 7
buffers inserted | 2 | 1
pin swaps | 3 | 6
setup endpoints to repair | 3 | 3
hold buffers | 0 | 0
[cells by family after synthesis]
kind of cell / after synthesis / synth area share (%)
AND-OR/OR-AND: 4 / 22.1
adder cells (fa/ha/maj): 4 / 42.1
AND/OR/NAND/NOR: 5 / 20.0
buffers and inverters: 5 / 15.8
[metrics by stage]
stage | instances | TNS [ns] | cell area [um^2]
floorplan | 18 | 0 | 119
global placement | 75 | -1.06 | 287
detailed placement | 75 | -1.12 | 287
CTS | 77 | 0 | 339
global route | 78 | 0 | 377
finish | 78 | 0 | 377
[worst max-delay path by stage]
stage	start	to	slack, ns	cells past startpoint
CTS	a[0]	agb	0.0003	8
global route	a[3]	agb	0.14	7
finish	a[3]	agb	0.20	7
[power by group]
| group | internal (uW) | switching [uW] |
|---|---|---|
| clock | 0 | 0 |
| combinational | 39.0 | 25.1 |
| sequential | 0 | 0 |
Power and IR drop assume default switching activity.
